**config.mk**
```make
export PLATFORM = sky130hd
export DESIGN_NAME = UART_RX
export DESIGN_NICKNAME = UART_RX
export VERILOG_FILES = /design/flow/design.v
export SDC_FILE = /design/flow/constraint.sdc
export NUM_CORES = 4
export LEC_CHECK = 1
export CORE_AREA = 10 10 93 93
export DIE_AREA = 0 0 103 103
```
**constraint.sdc**
```tcl
current_design UART_RX

set clk_period 2.1
set clk_io_pct 0.2

create_clock -name clk0 -period $clk_period [get_ports {i_Clock}]

set non_clock_inputs [all_inputs -no_clocks]
set_input_delay [expr $clk_period * $clk_io_pct] -clock clk0 $non_clock_inputs
set_output_delay [expr $clk_period * $clk_io_pct] -clock clk0 [all_outputs]
```
**design.v**
```verilog
module UART_RX
	#(parameter CLKS_PER_BIT = 217)
	(
	input i_Clock,
	input i_RX_Serial,
	output o_RX_DV,
	output [7:0] o_RX_Byte
	);
	parameter IDLE			= 3'b000;
	parameter RX_START_BIT	= 3'b001;
	parameter RX_DATA_BIT	= 3'b010;
	parameter RX_STOP_BIT	= 3'b011;
	parameter CLEANUP		= 3'b100;
	reg [7:0]	r_Clock_Count = 0;  
	reg [2:0]	r_Bit_Index   = 0;  
	reg [7:0]	r_RX_Byte	  = 0;  
	reg 		r_RX_DV		  = 0;  
	reg [2:0]	r_SM_Main     = 0;  
	always @(posedge i_Clock)
begin 
	case(r_SM_Main)
		IDLE: 
		begin 
			r_RX_DV <= 1'b0;
			r_Clock_Count <= 0;
			r_Bit_Index <= 0;
			if (i_RX_Serial == 1'b0)  
				r_SM_Main <= RX_START_BIT;
			else 
				r_SM_Main <= IDLE;
		end 
		RX_START_BIT:
		begin
			if(r_Clock_Count == (CLKS_PER_BIT-1)/2)  
			begin 
				if (i_RX_Serial == 1'b0)
				begin 
					r_Clock_Count <= 0;  
					r_SM_Main <= RX_DATA_BIT;  
				end 
				else 
					r_SM_Main <= IDLE;
			end 
				else 
				begin
					r_Clock_Count <= r_Clock_Count + 1;
					r_SM_Main <= RX_START_BIT;
				end
		end 
		RX_DATA_BIT: 	 
		begin
			if (r_Clock_Count < (CLKS_PER_BIT-1))
			begin 
				r_Clock_Count <= r_Clock_Count+1;
				r_SM_Main <= RX_DATA_BIT;
			end 
			else 
			begin 
			r_Clock_Count <= 0;
			r_RX_Byte[r_Bit_Index] <= i_RX_Serial;
				if (r_Bit_Index < 7)
				begin 
					r_Bit_Index <= r_Bit_Index+1;
					r_SM_Main <= RX_DATA_BIT;
				end 
				else 
				begin 
					r_Bit_Index <= 0;
					r_SM_Main <= RX_STOP_BIT;
				end
			end
		end 
		RX_STOP_BIT:
		begin
			if(r_Clock_Count < CLKS_PER_BIT-1)  
			begin							    
			r_Clock_Count <= r_Clock_Count +1;
			r_SM_Main <= RX_STOP_BIT;
			end
			else 
			begin
			r_RX_DV <= 1'b1;
			r_Clock_Count <=0;
			r_SM_Main <= CLEANUP;
			end 
		end 
		CLEANUP:
		begin 
			r_SM_Main <= IDLE;
			r_RX_DV <= 1'b0;
		end 
		default: 
			r_SM_Main <= IDLE;
	endcase
end 
	assign o_RX_DV = r_RX_DV;
	assign o_RX_Byte = r_RX_Byte;
endmodule  
```
**run.sh**
```bash
#!/bin/bash
# OpenROAD 26Q1-2900-gdf79404cd8, Yosys 0.63+post, stock flow scripts
make -C /OpenROAD-flow-scripts/flow DESIGN_CONFIG=/design/flow/config.mk WORK_HOME=/design/flow/orfs finish
```
==> results.txt <==
yosys + openroad results -> crit-path cells=inv_1 > ha_1 > or3b_2 > o21ai_2 > a221oi_1, Critical Path Source Type=flip-flop, Distinct cells, synth=35, drt drc=0, R2R setup slack=220 ps, DRT Wirelength=2.46 mm, Synth top area share=45.8%, Hold WC Path Type=flip-flop to flip-flop, max cap viols=0, Min-Delay Startpoint=r_RX_Byte[1], CTS Hold Bufs=0, Iter 0 DRT Violations=31, f_max=0.532 GHz, IO buf count=10, initial antenna violation count=0, total power=0.776 mW, flops out of synthesis=23, TritonRoute pass-1 iters=4, Vias=945, FP Util=19.4%, Hold WS=574 ps, fin cells=215, Post-Syn Area=1310 um2, root buffer cell=clkbuf_8, Post-CTS Setup Repair Bufs=0, Crit Path Max Fanout=8, area leader, netlist=edfxtp_1, Min-Delay Endpoint=r_RX_Byte[1], crit share post-route=89.4%, Tool Warnings=29, pwr/cell area=489 nW/um2, count of final hold-check violations=0, Avg Cell Area, Syn=11.0 um2, ANT nets after route=0, WL/cell=11.5 um, Synth Flop Type=edfxtp_1, worst-margin pin slew=485 ps, Top delay family on crit path=simple AND/OR/NAND/NOR gates, top-count cell post-synth=edfxtp_1, Die W=103 um, Crit Reg-Reg Startpoint=r_Clock_Count[0], post-route cell area=1590 um2, share of layout cells above drive strength 1=16.3%, slack of the critical path=222 ps, YS chip area=1310 um2, Ys Warns=1, status=complete, no violations, TritonCTS clock tree=built, Inst Count DP=211, DIE AREA=10600 um2, post-DP HPWL=1.74 mm, relative slew slack=67.6%, H-tree depth=1, vias per cell=4.40, vias in the first global route=869, WS Path Type=flip-flop to flip-flop, setup tns final=0 ps, Required @ worst endpoint=2100 ps, final setup vio count=0, Setup Slack @ Placement=228 ps, pin count of the biggest net entering global routing=15, RSZ-0062 raised after global routing=no, first-pass GRT wire length=4.14 mm, Rows=30, worst skew pair latency=260 ps, reg2reg path depth=5, gr ovfl total=0, final slew viol count=0, most frequent cells after synthesis=edfxtp_1 (20), nand2_1 (9), nor2_1 (9), Post-synth EDFFs=20, CTS Sinks=23, die y size=103 um, area grow syn2layout=21.0%, slowest CP cell=or3b_2, number of standard cells reported by yosys=119, # resized after CTS=0, WHS Path Cells=1, placed instance area=1540 um2, CP peak stage delay=480 ps, gpl congestion=0.810, FFs w/ async S/R, synth=0%, synthesized instance count=119, Top-Level Pins=11, cell leakage power=0.531 nW, min cycle time layout=1880 ps, clk_skew=1.10 ps, Largest cells by area=edfxtp_1 (46%), ha_1 (5.7%), dfxtp_1 (4.6%), mux2_2 (3.4%), a211oi_1 (2.9%), Worst Setup End Kind=flip-flop, Critical path buffers and inverters=1, RR Endpoint=r_Clock_Count[6], n_diodes=0, post-layout util=23.5%, core footprint=6760 um2, GRT Overall Usage=4.74%, peak supply drop=0.238 mV, clock slew at reported path FFs=90 ps, Clock Path Buffers=2, register share after synthesis=50.3%, CTS Buf Count=3, Worst EP arrival=1870 ps
-- state kept, by name (all words and copies together), names as in the netlist --
| signal | count |
|---|---|
| r_SM_Main | 3 |
| r_Bit_Index | 3 |
| r_Clock_Count | 8 |
| r_RX_Byte | 8 |
| r_RX_DV | 1 |
-- where the power goes --
group / total, mW / switching [mW] / leakage [nW] / internal [mW]
clock: 0.281 / 0.149 / 0.0255 / 0.133
sequential: 0.489 / 0 / 0.219 / 0.489
combinational: 0.00600 / 0.00349 / 0.286 / 0.00251
-- cell usage in the layout (no fill, tap or decap), drive strengths merged, types with 3 or more instances in the layout --
cell            n
mux2            4
a221oi          3
a211oi          5
o2bb2ai         4
clkbuf          3
clkdlybuf4s50  10
dfxtp           3
nand3           6
nand2           9
nand2b          3
xor2            3
inv             7
buf             6
edfxtp         20
ha              6
nor2            9
or3             3
o21ai           5
-- cell type report --
type	count	area [um2]
fillers	718	5170
flip-flops and latches	23	661
multi-input cells	85	609
repair buffers	16	145
well taps	80	100
clock buffers	3	41.3
inverters	7	26.3
clock inverters	1	5.00
-- routing by layer --
metal	routed length [um]	global-route usage, %	share of wire, %
met1	1270	7.11	51
met2	1100	6.97	44
met4	7	0.214	0.28
met3	95	1.42	3.9
met5	0	0	0
-- worst max-delay path by stage --
| stage | start | to | slack (ps) | cells past startpoint |
|---|---|---|---|---|
| after CTS | r_Clock_Count[0] | r_Clock_Count[6] | 220 | 5 |
| after global routing | r_Clock_Count[0] | r_Clock_Count[6] | 100 | 5 |
| final | r_Clock_Count[0] | r_Clock_Count[6] | 220 | 5 |
-- logic make-up after synthesis --
| family | count (synthesis) | synth area share, % |
|---|---|---|
| compound gates | 26 | 15.1 |
| mux | 4 | 3.43 |
| simple gates | 44 | 18.9 |
| fa+ha+maj | 6 | 5.72 |
| xor+xnor | 5 | 3.34 |
| buf+inv | 11 | 3.24 |
| flops | 23 | 50.3 |
-- worst register-to-register path: cells and delay by family (launching register included) --
| kind | cells | cell delay, ps |
|---|---|---|
| buf+inv | 1 | 90 |
| simple gates | 1 | 480 |
| flops | 1 | 450 |
| compound gates | 2 | 460 |
| fa+ha+maj | 1 | 130 |
Power figures rest on the tool's default switching activity, not on a simulated workload.
