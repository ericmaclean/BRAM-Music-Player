===== flow/run.sh =====
#!/bin/bash
# OpenROAD 26Q1-2900-gdf79404cd8, Yosys 0.63+post, stock flow scripts
make -C /OpenROAD-flow-scripts/flow DESIGN_CONFIG=/design/flow/config.mk WORK_HOME=/design/flow/orfs finish

===== flow/config.mk =====
export PLATFORM = sky130hd
export DESIGN_NAME = BRAM
export DESIGN_NICKNAME = BRAM
export VERILOG_FILES = /design/flow/design.v
export SDC_FILE = /design/flow/constraint.sdc
export NUM_CORES = 4
export LEC_CHECK = 1
export CORE_UTILIZATION = 50

===== flow/constraint.sdc =====
current_design BRAM

set clk_period 2.7
set clk_io_pct 0.2

create_clock -name clk0 -period $clk_period [get_ports {i_Clk}]

set non_clock_inputs [all_inputs -no_clocks]
set_input_delay [expr $clk_period * $clk_io_pct] -clock clk0 $non_clock_inputs
set_output_delay [expr $clk_period * $clk_io_pct] -clock clk0 [all_outputs]

===== flow/design.v =====
module BRAM
#(parameter Data_Width = 8, 
parameter Addr_Width = 4,
parameter INIT_FILE = "Mem_Init.txt")
(input i_Clk, 
input Wr_En,  
input Rd_En,
input [Addr_Width-1:0] W_Addr,
input [Addr_Width-1:0] R_Addr,
input [Data_Width-1:0] Wr_Data,
output reg [Data_Width-1:0] Rd_Data);
  reg [Data_Width-1:0] Mem [0:(2**Addr_Width)-1];
	always @(posedge i_Clk)
	begin 
		if (Wr_En == 1'b1)
		begin 
		Mem[W_Addr] <= Wr_Data;
		end 
		if (Rd_En == 1'b1)
		begin
		Rd_Data <= Mem[R_Addr];
		end 
	end 
	endmodule 

==> notes.md <==
The following summarizes the physical implementation.

Worst setup path
The signal arrival time at the worst endpoint is 1380 ps. Walking the worst path, the cells encountered are clkdlybuf4s50_1. The critical path's top delay family is buffers and inverters. STA puts the critical path data required time at 2160 ps. STA classifies the critical path endpoint as an output pin. The critical-path maximum fanout is 1. The delay contributed by the slowest stage of the critical path is 480 ps. The critical path is of the register to output pin type.

Among all stages on the critical path, the largest delay is contributed by clkdlybuf4s50_1. The startpoint kind of the worst setup timing path is a register. The total buffers and inverters traversed by the critical path is 1.

Pwr
The leakage power of the design is 2.11 nW. The script computed a power per unit cell area of 770 mW/mm². The highest supply drop recorded on VDD is 0.000381 V.

Layout
In the layout the commonest cells are 136 x edfxtp_1, 25 x clkdlybuf4s50_1, 19 x buf_4. The summed area of non-filler cells in the final layout is 0.00634 mm². The proportion of layout cells with a drive suffix above 1 is 23.8%. The area added between synthesis and finish is 21.3%.

Excluding fillers, the count of instances in the completed layout stands at 431. Per the cell usage report, the commonest logic cell in the layout is edfxtp_1.

Global route
The overall routing resource usage is 21.5%. The first-pass GRT wire length is 14.9 mm. The global-route congestion overflow total is 0. The number of global-route vias before repair came to 2,662. Entering global routing, the biggest net connects 33 pins. The number of antenna violations at the first check in global routing is 0.

Drt
Per the detail_route report, vias per standard cell equal 5.65. The number of antenna diodes in the final layout is 0. After the first detailed-routing iteration, the DRC count stood at 114. The iteration tally of the first detailed-router pass is 4. The routed design has 9.64 mm of wire.

The post-detailed-route count of antenna-violating nets is 0. The count of unresolved DRC violations after routing is 0. The average routed wire per standard cell is 22.4 µm. The via count is 2,435.

Yosys
The sequential share of the synthesized area is 78.1%. The number of distinct library cell variants in the gate-level netlist after synthesis is 18. The yosys stat chip area is 0.00523 mm². For reference, compound AND-OR and OR-AND cells occupy 2.30% of the area reported after synthesis. The cell-mix breakdown from Yosys lists the simple-gate area share as 3.14%. The fraction of synthesized area in multiplexers is 14.8%. The cell area that synthesis handed to floorplanning was 0.00523 mm².

The number of synthesis warnings is 1. The synthesized netlist devotes 0% of its cell area to adder and majority cells. Per the synth log, the flip-flop and latch total comes to 136. The prevailing logic family in the synthesized netlist is multiplexers. Dividing the synthesized area by the synthesized cell count gives 22.8 µm².

The xor/xnor share of the synthesized area is 0%. The number of instances in the synthesized netlist is 229. The post-synthesis cell count from yosys is 229.

Floorplanning
The core region is 0.00995 mm². Measured along the x axis, the die boundary spans 104 µm. According to the floorplan report, the total die area is 0.0109 mm². The vertical die dimension reported for this design is 104 µm. Once the floorplan was initialized, standard cells occupied 52.5% of the core.

The number of rows in the core area is 36. The number of top-level pins is 27.

CTS
As reported, the later end of the worst-skew pair has a clock insertion delay of 500 ps. Counting every sink on the clock net gives 136. TritonCTS built the clock tree. The clock-pin slew reported for the worst setup and hold paths after clock tree synthesis is 60 ps. In this run, post-CTS hold repair placed 0 buffers. The H-tree generated during clock tree synthesis spans 4 levels.

The total CTS buffers is 17. Buffers added to address setup during post-CTS repair amount to 0. The number of cells upsized or downsized after cts is 0.

The clock passes through at most 2 buffers. The cell chosen for the clock root is clkbuf_8.

Place
The buffer_ports step reported a buffer count of 26. At the end of routability-driven placement, the weighted congestion stood at 0.820. The post-placement cell area is 0.00575 mm². Once placement completed, the tool counted placed cells totaling 399. The detailed placement HPWL is 6.13 mm.

Timing
The worst pin sits at a relative slew slack of 57.3%. The setup clock skew after layout is 8.45 ps. The final hold slack is 747 ps. The setup total negative slack is 0 ps. The last timing report of the flow puts the setup violation total at 0.

Max-slew check failures listed in the final report amount to 0. The routed design could run at a clock period as short as 1920 ps. Setup repair after global routing left no endpoint under its margin. For the pin with the worst max-slew slack, the measured transition is 638 ps. The worst path uses 71.0% of the clock period. The final hold violation count recorded for this run is 0. The achievable clock frequency is 522 MHz.

Flow run
In this run the maximum-capacitance check reported violations numbering 0. Across all stage logs, warnings added up to 25.

Run status
The flow ran to the end, and the final reports show no timing, DRC or antenna violations.

Hold path
The worst hold path class is register to register.
tightest hold or removal path, stage by stage, from the launching register on:
cell and delay (ps):
edfxtp_1 310, mux4_2 220, a22oi_1 60, nand2_1 50
logic make-up after synthesis:
group           after synthesis
compound gates               16
buf+inv                      10
flops                       136
mux                          32
simple gates                 35
where the power goes:
group	switching, W	internal (W)
registers	0.0000130	0.00238
clock network	0.000835	0.00142
logic	0.000120	0.000116
total	0.000967	0.00391
synthesized netlist by cell type:
master           number  share of area, %
a22oi_1              16               2.3
and2_1                1              0.12
and2b_1               1              0.14
buf_2                 3              0.29
buf_4                 1              0.14
buf_6                 3              0.65
clkdlybuf4s25_2       3              0.57
edfxtp_1            136                78
mux4_1               14               7.0
mux4_2               18               7.8
nand2_1               9              0.65
nand2b_1              2              0.24
nand3_1               1             0.096
nand3b_1              2              0.29
nor2_1               13              0.93
nor2b_1               1              0.12
nor3_1                4              0.38
or3b_2                1              0.17
registers in the layout, indices dropped and copies added (netlist names):
register,cells
Mem,128
Rd_Data,8
per-stage QoR:
stage | power, W | setup WS (ps) | util, %
floorplan | 0.00255 | 667 | -
global placement | 0.00267 | 293 | 57.7
detailed placement | 0.00268 | 290 | 57.7
CTS | 0.00492 | 745 | 63.7
global route | 0.00503 | 718 | 63.7
finish | 0.00488 | 784 | 63.7
layer usage:
metal | part of all wire (%) | wire length, µm | vias up | global-route usage [%]
met5 | 0 | 0 | - | 0
met4 | 0.78 | 75 | 0 | 2.24
met3 | 15 | 1410 | 8 | 15.7
met2 | 45 | 4380 | 142 | 28.6
met1 | 39 | 3780 | 1187 | 34.8
li1 | - | - | 1098 | -
layout make-up:
type                            count  area [µm²]
Sequential cell                   136        4080
Fill cell                         654        3620
Multi-Input combinational cell     83        1060
Timing Repair Buffer               47         438
Clock buffer                       19         422
Clock inverter                     13         171
Tap cell                          133         166
path summary, 6_finish.rpt:
check | startpoint | end | slack [ps] | depth (start not counted)
worst min-delay path | Mem[14][6] | Rd_Data[6] | 750 | 3
worst max register to register | Mem[0][2] | Rd_Data[2] | 1110 | 3
worst min register to register | Mem[14][6] | Rd_Data[6] | 750 | 3
worst max-delay path | Rd_Data[1] | Rd_Data[1] | 780 | 1
Power and IR drop assume default switching activity.
